[flow/run.sh]
#!/bin/bash
# OpenROAD 26Q1-2900-gdf79404cd8, Yosys 0.63+post, stock flow scripts
make -C /OpenROAD-flow-scripts/flow DESIGN_CONFIG=/design/flow/config.mk WORK_HOME=/design/flow/orfs finish
[flow/config.mk]
export PLATFORM = sky130hd
export DESIGN_NAME = mux_32X1
export DESIGN_NICKNAME = mux_32X1
export VERILOG_FILES = /design/flow/design.v
export SDC_FILE = /design/flow/constraint.sdc
export NUM_CORES = 4
export LEC_CHECK = 1
export CORE_AREA = 10 10 396 396
export DIE_AREA = 0 0 406 406
[flow/constraint.sdc]
current_design mux_32X1

set clk_period 3.5
set clk_io_pct 0.2

create_clock -name clk0 -period $clk_period

set non_clock_inputs [all_inputs -no_clocks]
set_input_delay [expr $clk_period * $clk_io_pct] -clock clk0 $non_clock_inputs
set_output_delay [expr $clk_period * $clk_io_pct] -clock clk0 [all_outputs]
[flow/design.v]
module mux_16X1(
  output [31:0] out,
  input [31:0] in0, in1, in2, in3, in4, in5, in6, in7, in8, in9, in10, in11, in12, in13, in14, in15,
  input selectSignal1, selectSignal2, selectSignal3, selectSignal4);
  wire[31:0] outA, outB;
  mux_8X1 m1 (outA, in0, in1, in2, in3, in4, in5, in6, in7, selectSignal1, selectSignal2, selectSignal3);
  mux_8X1 m2 (outB, in8, in9, in10, in11, in12, in13, in14, selectSignal1, selectSignal2, selectSignal3);
  mux_2X1 m3 (out, outA, outB, selectSignal4);
endmodule
`timescale 1ns/10ps
module mux_2X1(
	output reg [31:0] out,
	input [31:0] in0, in1, 
	input selectSignal);
	always@(*)  
	begin
		if (selectSignal == 1)
			out[31:0] <= in1[31:0];
		else
			out[31:0] <= in0[31:0];
		end
	endmodule
module mux_32X1(
  output[31:0] out,
  input [31:0] in0, in1, in2, in3, in4, in5, in6, in7,
  input [31:0] in8, in9, in10, in11, in12, in13, in14, in15,
  input [31:0] in16, in17, in18, in19, in20, in21, in22, in23,
  input [31:0] in24, in25, in26, in28, in29, in30, in31,
  input selectSignal1, selectSignal2, selectSignal3, selectSignal4, selectSignal5);
  wire [31:0] outA, outB;
  mux_16X1 M1 (outA, in0, in1, in2, in3, in4, in5, in6, in7, in8, in9, in10, in11, in12, in13, in14, in15, selectSignal1, selectSignal2, selectSignal3, selectSignal4);
  mux_16X1 M2 (outB, in16, in17, in18, in18, in19, in20, in21, in22, in23, in24, in25, in26, in28, in29, in30, in31, selectSignal1, selectSignal2, selectSignal3, selectSignal4);
  mux_2X1 M3 (out, outA, outB, selectSignal5);
endmodule
module mux_4X1(
	output [31:0] out,
	input [31:0] in0, in1, in2, in3, 
	input selectSignal1, selectSignal2);
	wire[31:0] outA, outB;
	mux_2X1 m1(outA, in0, in1, selectSignal1);  
	mux_2X1 m2(outB, in2, in3, selectSignal1);  
	mux_2X1 m3(out, outA, outB, selectSignal2);  
endmodule
module mux_8X1(
  output [31:0] out,
  input [31:0] in0, in1, in2, in3, in4, in5, in6, in7, 
  input selectSignal1, selectSignal2, selectSignal3);
  wire[31:0] outA, outb;
  mux_4X1 M1(outA, in0, in1, in2, in3, selectSignal1, selectSignal2);  
  mux_4X1 M2(outB, in4, in5, in6, in7, selectSignal1, selectSignal2);  
  mux_2X1 M3(out, outA, outB, selectSignal3);  
endmodule
==> flow_metrics.tcl <==
# yosys + openroad results
set metrics [dict create \
    status "complete, but fails checks" \
    violations "setup timing" \
    antenna_found_initial 83 \
    ys_cells 350 \
    vdd_drop_max_mv 0.0409 \
    worstHoldStart "selectSignal5" \
    cp_max_fo 1 \
    ant_nets 0 \
    dieArea_um2 165000 \
    port_buffers 525 \
    drtPass1Iterations 6 \
    p_per_area_nw_per_um2 122 \
    power_leakage_nw 3.84 \
    ys_seq_share 0 \
    grt_max_degree 40 \
    drive_gt1_frac 0.200 \
    post_drt_wl_per_cell_um 24.2 \
    drtIter0Drc 217 \
    die_w_um 406 \
    hold_ws_ps 2290 \
    flops 0 \
    cap_viol_max_count 0 \
    finalSetupViolCount 1 \
    place_hpwl_um 64600 \
    synth.cell_area_um2 4030 \
    finalPower_mw 1.48 \
    place_inst 2817 \
    routed_via_density 2.19 \
    slew_viol_final 0 \
    end_kind "output pin" \
    dp_slack_ps -109 \
    cts-hold-fix-buffers 0 \
    ys_chip_area_um2 4030 \
    area_growth_pct 200 \
    warnings 536 \
    synthCells 350 \
    synthTopCellsByArea "mux4_2 (50%), mux2i_1 (23%), mux4_1 (4.6%)" \
    hold_viol 0 \
    ff_latch_area_um2 0 \
    core_um2 148000 \
    timing.fmax_ghz 0.283 \
    nFillCells 17200 \
    drc 0 \
    via_count 6206 \
    top_area_frac 0.497 \
    syn_avg_cell_area_um2 11.5 \
    layout_setup_ws_ps -31.5 \
    yosys.area.top_type "mux4_2" \
    hold_end "out[19]" \
    nClkBuffers 0 \
    grt_pass1_vias 6724 \
    min_period_over_period 1.01 \
    crit_path_start_kind "input pin" \
    maxSlewHeadroom 0.673 \
    ioPinCount 1029 \
    stdcell_count 2833 \
    num_rows 141 \
    rsz0062_at_grt "no" \
    fin_crit_ps 3530 \
    fp_util 0.0273 \
    hold_path_class "in2out" \
    gp_congestion 0.944 \
    synth_cell_types 29 \
    finalWirelength_um 68700 \
    arrival_ps 2830 \
    critPathKind "in2out" \
    cp.required_ps 2800 \
    yosysWarnings 7 \
    min_path_cells 4 \
    die_y_um 406 \
    grt-ovfl-total 0 \
    grt_pass1_wl_um 82000 \
    worst_pin_slew_ps 490 \
    grt_usage 0.0806 \
]
cell families after synthesis:
logic type	after synthesis	synth area share
buf+inv	48	0.0767
mux	190	0.777
compound gates	75	0.110
simple gates	37	0.0366
power breakdown:
part	internal, mW	switching (mW)	total [mW]	leakage, nW
sequential	0	0	0	0
clock	0.000000349	0	0.000000349	0.000101
combinational	0.909	0.567	1.48	3.84
worst max-delay path: stages:
cell and delay [ps]:
clkdlybuf4s50_1 650, mux4_1 600, mux2i_1 170, o22ai_1 100
clkdlybuf4s50_1 600
final cells by class:
class                           count  area (um^2)  share of cell area
Timing Repair Buffer              582         5900               0.487
Multi-Input combinational cell    302         3740               0.309
Tap cell                         1930         2410               0.200
Antenna cell                       16         40.0             0.00331
Inverter                            3         16.3             0.00134
cells in the final DEF, fill, tap and decap left out, types with 2 or more instances in the layout:
master	count
clkdlybuf4s50_1	499
mux2i_1	92
mux4_2	89
buf_4	60
o21ai_0	33
nand2_1	32
o22ai_1	29
buf_12	21
diode_2	16
mux4_1	7
clkinv_2	2
o21a_1	2
a21oi_1	2
a32oi_1	2
o21ai_1	2
buf_8	2
cells in the mapped netlist, drive strengths merged (2+ instances only):
master / count
a32oi: 2
o21ai: 35
clkbuf: 17
mux2i: 93
o22ai: 29
buf: 28
a21oi: 2
inv: 2
o21a: 2
mux4: 96
nand2: 32
metal layers:
metal	vias to the layer above	track usage	share of wire
met3	120	0.0424	0.13
met2	611	0.134	0.45
met4	30	0.00241	0.015
met5	-	0	0.0030
met1	2837	0.0971	0.40
li1	2608	-	-
stage by stage:
step | TNS [ps] | utilization | area, um^2
CTS | 0 | 0.0816 | 12100
global placement | -168 | 0.0814 | 12000
floorplan | 0 | - | 4030
finish | -31.5 | 0.0819 | 12100
global route | 0 | 0.0816 | 12100
detailed placement | -185 | 0.0814 | 12000
timing repair:
action                                  in CTS  in global routing
gates cloned                                 0                  0
pin swaps                                    0                  0
gates resized                                4                  3
buffers inserted                             0                  0
endpoints found under the setup margin       4                  3
how the worst max path moves through the flow:
stage	startpoint	to	slack, ps	cells past startpoint
6_report	in9[11]	out[11]	-30	5
5_1_grt	selectSignal5	out[7]	2	7
4_1_cts	selectSignal4	out[0]	3	7
Power and IR drop assume default switching activity.
